===== /design/flow/config.mk =====
export PLATFORM = sky130hd
export DESIGN_NAME = RegFile
export DESIGN_NICKNAME = RegFile
export VERILOG_FILES = /design/flow/design.v
export SDC_FILE = /design/flow/constraint.sdc
export NUM_CORES = 4
export LEC_CHECK = 1
export CORE_UTILIZATION = 50
export SYNTH_HDL_FRONTEND = slang

===== /design/flow/constraint.sdc =====
current_design RegFile

set clk_period 6.0
set clk_io_pct 0.2

create_clock -name clk0 -period $clk_period [get_ports {CLK}]

set non_clock_inputs [all_inputs -no_clocks]
set_input_delay [expr $clk_period * $clk_io_pct] -clock clk0 $non_clock_inputs
set_output_delay [expr $clk_period * $clk_io_pct] -clock clk0 [all_outputs]

===== /design/flow/run.sh =====
#!/bin/bash
# OpenROAD 26Q1-2900-gdf79404cd8, Yosys 0.63+post, stock flow scripts
make -C /OpenROAD-flow-scripts/flow DESIGN_CONFIG=/design/flow/config.mk WORK_HOME=/design/flow/orfs finish

===== /design/flow/design.v =====
`timescale 1ns / 1ps
module RegFile(
    input en,
    input [4:0] adr1,
    input [4:0] adr2,
    input [4:0] w_adr,
    input [31:0] w_data,
    input CLK,
    output logic [31:0] rs1,
    output logic [31:0] rs2
    );
    logic [31:0] memory [0:31];
    initial begin
        int i;
        for (i=0; i<32; i=i+1)
            begin
                memory[i] = 0;
            end
    end
    assign rs1 = memory[adr1];
    assign rs2 = memory[adr2];
    always_ff @(posedge CLK) begin
        if (en) 
        begin
            if(w_adr != 0)  
            begin          
                memory[w_adr] <= w_data;
            end
        end 
    end
endmodule

==> flow_summary.json <==
{
  "critical_path.startpoint": "adr1[0]",
  "synth-async-reset-ratio_pct": 0,
  "ff_type": "edfxtp_1",
  "post_cts_buffers": 0,
  "tightest_slew_ns": 1.068,
  "period_minus_slack_ns": 5.318,
  "crit_required_ns": 4.80,
  "root_buffer": "clkbuf_16",
  "fmax_mhz": 188.0,
  "core_area_sq_um": 96710,
  "dr.pass1.iters": 6,
  "hold_violations": 0,
  "yosysWarnings": 0,
  "path_cells": "clkdlybuf4s50_1, nor2b_4, buf_4, a22oi_1, a31oi_1, nand3_1, clkdlybuf4s50_1",
  "synth-xor-area-share_pct": 0,
  "cts_hold_buffers": 0,
  "place_area_sq_um": 52100,
  "top_area_share_pct": 63.07,
  "antenna_found_initial": 1,
  "power.leakage_nw": 20.53,
  "syn_avg_cell_area_sq_um": 14.40,
  "rsz0062_at_grt": "no",
  "worst_path_most_repeated_cell": "clkdlybuf4s50_1",
  "clk_pin_slew_ns": 0.06,
  "drt-initial-drc-count": 2382,
  "peakVddDrop_uv": 196.8,
  "ys_seq_share_pct": 63.07,
  "cts.sinks": 1024,
  "rows": 114,
  "slew_violations": 0,
  "top_area_cell": "edfxtp_1",
  "grt_max_degree": 96,
  "crit_arrival_ns": 4.12,
  "numCtsBuffers": 106,
  "end_kind": "primary output",
  "routed_via_density": 6.374,
  "synthAoiAreaFrac_pct": 8.048,
  "setup_violations": 0,
  "grtUsageTotal_pct": 33.94,
  "max_stage_delay_ns": 0.61,
  "largest_register": "memory",
  "finalCritPeriodShare_pct": 88.63,
  "drv_cap": 0,
  "htree_levels": 3,
  "drive_above_1_share_pct": 9.644,
  "max_slew_margin_pct": 28.65,
  "io_buffers": 112,
  "simple_gate_area_share_pct": 4.709,
  "syn_area_sq_um": 48760,
  "final_cell_count_no_fill": 4896,
  "ys_cells": 3386,
  "ant_nets": 0,
  "gp_congestion": 0.8953,
  "dp_hpwl_um": 86820,
  "endpoint": "rs1[14]",
  "gr-total-overflow": 0,
  "slowest_stage": "clkdlybuf4s50_1",
  "muxShareOfSynthArea_pct": 21.02,
  "largest_reg_flops": 1024,
  "fp_util_pct": 50.42,
  "chip_area_sq_um": 98770,
  "placedCellCount": 4707,
  "wl_per_cell_um": 30.97,
  "syn2layout_area_growth_pct": 13.88,
  "final_area_sq_um": 55530,
  "grt_first_pass_wirelength_um": 219400,
  "ioPinCount": 113,
  "openroad.warnings": 26,
  "run_status": "complete, no violations",
  "tritoncts": "yes",
  "top_cells_by_area": "edfxtp_1 63%, mux2i_1 21%, a22oi_1 3.0%, a22o_1 2.3%, nand3_1 2.0%",
  "finalSetupTns_ns": 0,
  "powerDensity_nw_per_um2": 290.8,
  "cp-start-kind": "input port",
  "grt_pass1_vias": 32610,
  "largestRegisters": "memory x1024",
  "die_x_um": 314.3,
  "edf_count": 1024,
  "ys_sh_adder_pct": 0,
  "ys_seq_elements": 1024,
  "synthCells": 3386,
  "hold_class": "input port to flop",
  "clockBufferDepth": 3,
  "top_logic_kind": "multiplexers",
  "yosys-stat-area_sq_um": 48760,
  "crit_fanout": 32,
  "lay_top_cells": "1024 x mux2i_1, 1024 x edfxtp_1, 194 x nand3_1",
  "crit_type": "input port to primary output",
  "die_h_um": 314.3,
  "ctsResizeCount": 0,
  "drcViolationCount": 0,
  "wirelength_um": 151600,
  "num_vias": 31210,
  "synth.distinct_cells": 24,
  "hold_depth": 2
}
## where the power goes
group	switching [mW]	internal [mW]
Clock	2.71	3.88
Combinational	0.943	0.593
Sequential	0.0416	7.98
Total	3.69	12.5
## how the worst min path moves through the flow
stage | start | end | slack, ns
CTS | w_data[20] | memory[8][20] | 1.31
global route | w_data[22] | memory[26][22] | 1.35
finish | w_data[22] | memory[26][22] | 1.33
## cells in the mapped netlist, types with 5 or more instances
cell / n
edfxtp_1: 1024
mux2i_1: 1024
nand2_1: 195
nand3_1: 194
a21oi_1: 192
a22oi_1: 192
a22o_1: 128
clkbuf_1: 82
a31oi_1: 64
nor3_1: 64
buf_2: 62
buf_4: 57
buf_6: 37
nor2_1: 34
buf_1: 11
nand3b_1: 5
## logic make-up (layout without fill, tap and decap cells)
| family | count (synthesis) | count (layout) |
|---|---|---|
| multiplexers | 1024 | 1024 |
| flip-flops | 1024 | 1024 |
| AND-OR/OR-AND | 576 | 576 |
| AND/OR/NAND/NOR | 508 | 508 |
| buffers and inverters | 253 | 455 |
| other | 1 | 33 |
## through the flow
stage	utilization [%]	total power [mW]	worst slack, ns	hold WS, ns
6_report	57.42	16.14	0.6820	1.334
3_5_place_dp	53.88	9.681	0.7010	2.030
5_1_grt	57.41	16.58	0.5631	1.351
3_3_place_gp	53.88	9.666	0.7266	2.032
2_1_floorplan	-	8.996	2.380	1.299
4_1_cts	57.41	16.19	0.6870	1.312
## layer usage
layer	vias up	share of wire [%]	GRT usage [%]
met1	15140	36	46.65
met2	2059	44	46.87
met3	332	16	22.65
met5	-	0.13	1.789
li1	13670	-	-
met4	6	3.4	9.013
## layout make-up
| cell class | count | area (sq um) |
|---|---|---|
| Antenna cell | 1 | 2.502 |
| Clock buffer | 128 | 2756 |
| Clock inverter | 60 | 663.1 |
| Fill cell | 7275 | 41180 |
| Multi-Input combinational cell | 2140 | 16890 |
| Sequential cell | 1024 | 30750 |
| Tap cell | 1276 | 1597 |
| Timing Repair Buffer | 267 | 2870 |
## worst max-delay path, delay by kind of cell
kind,cells,cell delay (ns)
AOI/OAI and AO/OA,2,0.45
buffers and inverters,3,1.72
and+or+nand+nor,2,0.72
Power figures rest on the tool's default switching activity, not on a simulated workload.
