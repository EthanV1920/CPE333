===== flow/design.v =====
`timescale 1ns / 1ps
module CSR(
    input RST,
    input INT_TAKEN,
    input [11:0] ADDR,
    input WR_EN,
    input [31:0] PC,
    input [31:0] WD,
    input CLK,
    input mret_exec,
    output logic flag,
    output logic [31:0] mepc,
    output logic [31:0] mtvec,
    output logic [31:0] RD
    );
    reg [31:0] MTVEC = 0;
    reg [31:0] MEPC = 0;
    reg [31:0] MSTATUS = 0;
    assign flag = MSTATUS[3];
    assign mepc = MEPC;
    assign mtvec = MTVEC;
    assign mstatus = MSTATUS; 
    always_comb begin
        if (ADDR == 12'h305) RD = MTVEC;
        else if (ADDR == 12'h341) RD = MEPC;
        else if (ADDR == 12'h300) RD = MSTATUS;
        else RD = 32'hFFFF_FFFF;
    end
    always_ff @(posedge CLK)begin
        if (RST) begin
            MSTATUS <= 0;
            MEPC <= 0;
            MTVEC <= 0;
        end
        else if(WR_EN) begin
            if (ADDR == 12'h305) MTVEC <= WD;
            else if (ADDR == 12'h341) MEPC <= WD;
            else MSTATUS <= WD;
        end
        else if (INT_TAKEN) begin
            MSTATUS[7] <= MSTATUS[3];
            MSTATUS[3] <= 0;
            MEPC <= PC;
        end
        else if (mret_exec) MSTATUS[3] <= MSTATUS[7];
    end
endmodule

===== flow/run.sh =====
#!/bin/bash
# OpenROAD 26Q1-2900-gdf79404cd8, Yosys 0.63+post, stock flow scripts
make -C /OpenROAD-flow-scripts/flow DESIGN_CONFIG=/design/flow/config.mk WORK_HOME=/design/flow/orfs finish

===== flow/config.mk =====
export PLATFORM = sky130hd
export DESIGN_NAME = CSR
export DESIGN_NICKNAME = CSR
export VERILOG_FILES = /design/flow/design.v
export SDC_FILE = /design/flow/constraint.sdc
export NUM_CORES = 4
export LEC_CHECK = 1
export CORE_UTILIZATION = 40
export SYNTH_HDL_FRONTEND = slang

===== flow/constraint.sdc =====
current_design CSR

set clk_period 8.4
set clk_io_pct 0.2

create_clock -name clk0 -period $clk_period [get_ports {CLK}]

set non_clock_inputs [all_inputs -no_clocks]
set_input_delay [expr $clk_period * $clk_io_pct] -clock clk0 $non_clock_inputs
set_output_delay [expr $clk_period * $clk_io_pct] -clock clk0 [all_outputs]

==> flow_summary.toml <==
# generated from flow reports
[worst_setup_path]
crit_chain = "clkdlybuf4s50_1, or4_1, nor4_2, buf_4, nand2_1, nand3_1, clkdlybuf4s50_1"
required_ns = 6.72
r2r_start = "MSTATUS[7]$_SDFFE_PP0P_"
reg2reg_to = "MSTATUS[3]$_SDFFE_PP0P_"
reg2reg_depth = 4
cp.arrival_ns = 4.66
slowest_stage = "nor4_2"
rrSetupSlack_ns = 7.47
crit_type = "in2out"
endpoint_kind = "output port"
cp-start-kind = "primary input"
max_stage_delay_ns = 0.84
cp_common_cell = "clkdlybuf4s50_1"
critPathMaxFanout = 16

[drt]
drc_errors = 10
wl_um = 15970
vias_per_cell = 5.606
post_drt_wl_per_cell_um = 17.99
drtIter0Drc = 343
antenna_left = 0
first_pass_iters = 46
vias = 4978
num_antenna_cells = 0

[sta]
setup_slack_ns = 2.060
final_hold_viol_count = 0
maxSlewHeadroom_pct = 39.54
setup_viol = 0
hold_ws_ns = 0.4636
skew_ns = 0.0004575
finalClockPeriodUsage_pct = 75.48
max_freq_mhz = 157.7
final_max_slew_viol_count = 0
fin_crit_ns = 6.340
tightestPinTransition_ns = 0.8993
setup-tns-final_ns = 0
grt_setup_unrepaired = "no"

[die]
die_h_um = 111.5
row_count = 39
core_um2 = 11560
fp_util_pct = 41.50
pin_count = 178
die_x_um = 111.5
dieArea_um2 = 12440

[layout]
drive_above_1_share_pct = 5.906
area_delta_synth_final_pct = 44.45
logic_area_um2 = 2650
final_cells = 888
fillers = 1036
seqCellArea_um2 = 1922
finalInstanceArea_um2 = 6933
final_core_util_pct = 59.95

[logic_synthesis]
avgSynthCellArea_um2 = 7.999
synth_cell_type_count = 33
ys_cells = 600
ys_warn_count = 0
synth.area.top_cells = "dfxtp_1 (40%), nand2_1 (7.7%), mux2i_1 (6.5%)"
synth-edff-count = 0
ys_area_um2 = 4800
top_area_cell = "dfxtp_1"
top_area_share_pct = 40.04
postSynthCellCount = 600
async_reset_ff_share_pct = 0
synth.yosys.seq_area_share_pct = 40.04
syn-cell-area_um2 = 4800
synth_flops = 96
postSynth.topFlopCell = "dfxtp_1"

[clocking]
cts-resized-gates = 0
clk_path_buf_depth = 2
cts_tree = "done"
cts_num_sinks = 96
postCtsSetupBuffers = 0
clk_pin_slew_ns = 0.06
htreeDepth = 3
clock_latency_ns = 0.34
numCtsBuffers = 9
cts_root_buffer = "clkbuf_16"
postCtsHoldBufs = 0

[run_status]
status = "finished, violations left"
violations = "design-rule violations"

[placed_design]
post_dp_cell_area_um2 = 6629
pre_cts_ws_ns = 2.067
gp_congestion = 0.8203
portBuffers = 177
dp.cells = 872
hpwl_um = 10170

[pwr]
p_leak_nw = 2.364
powerDensity_nw_per_um2 = 153.8
ir_drop_mv = 0.1309
total_power_mw = 1.066

[hold_path]
whs_path_depth = 2
min-delay-start = "MSTATUS[25]$_SDFFE_PP0P_"
hold_path_end = "MSTATUS[25]$_SDFFE_PP0P_"
hold_path_class = "reg2reg"

[global_route]
antenna_found_initial = 0
grt_max_degree = 79
grtUsageTotal_pct = 27.17
grt_pass1_vias = 4909
grt_pass1_wl_um = 26220
grt-ovfl-total = 0

[job]
maxCapViolCount = 0
warning_count = 26
## cell families (layout without fill, tap and decap cells)
logic type,Yosys count,count (layout),synth area share [%]
XOR/XNOR,1,1,0.1825
flip-flops,96,96,40.04
buffers and inverters,64,209,5.109
multiplexers,31,31,6.465
AND/OR/NAND/NOR,245,245,26.25
AND-OR/OR-AND,163,163,21.95
## synthesized netlist by cell type, types with 2 or more instances
library cell / instances
buf_2: 4
mux2i_1: 31
a211oi_1: 31
o21ai_1: 30
nor4_1: 4
nor2_1: 33
or4_1: 2
clkbuf_1: 56
a21oi_1: 33
or3b_2: 2
o21a_1: 32
nand2b_1: 33
nand3_1: 32
or2_2: 2
nand4b_1: 30
nand3b_1: 3
dfxtp_1: 96
o22ai_1: 32
nand2_1: 98
buf_1: 3
## worst max-delay path by stage
stage         startpoint  cells after the start     end
CTS             ADDR[10]                      7  RD[16]
global route    ADDR[10]                      7  RD[20]
finish          ADDR[10]                      7  RD[20]
## where the power goes
| part | switching [mW] | total [mW] | internal [mW] |
|---|---|---|---|
| sequential | 0.0134 | 0.488 | 0.475 |
| combinational | 0.0723 | 0.164 | 0.0915 |
| clock | 0.174 | 0.414 | 0.240 |
| total | 0.259 | 1.07 | 0.807 |
## critical path: cells and delay by family
family | cells | cell delay (ns)
buf+inv | 3 | 1.26
simple gates | 4 | 1.70
## placed cells by master (no fill, tap or decap), drive strengths merged, types with 2 or more instances in the layout
master / count
clkinv: 2
o21a: 32
o22ai: 32
dfxtp: 96
clkbuf: 14
nor2: 33
nand2b: 33
or4: 2
nand3: 32
nand4b: 30
a211oi: 31
mux2i: 31
nand2: 98
and2: 2
clkdlybuf4s50: 174
buf: 18
nand3b: 3
nor4: 4
a21oi: 33
or3b: 2
o21ai: 30
or2: 2
## layer usage
layer | global-route usage [%] | up-vias | routed length, um
li1 | - | 2423 | -
met1 | 41.91 | 2334 | 7333
met3 | 5.042 | 13 | 1322
met5 | 0 | - | 0
met4 | 3.243 | 0 | 206
met2 | 42.08 | 208 | 7110
## state kept, by name, summed over array words and instances, names as in the netlist
| name | cells |
|---|---|
| MSTATUS | 32 |
| mepc | 32 |
| mtvec | 32 |
## final cells by class
class / instances / share of cell area, %
clock inverter: 2 / 0.1444
sequential: 96 / 27.72
multi-input combinational: 440 / 38.22
inverter: 1 / 0.05414
timing repair buffer: 192 / 27.03
clock buffer: 14 / 4.241
tap: 143 / 2.581
Power figures rest on the tool's default switching activity, not on a simulated workload.
