[run.sh]
#!/bin/bash
# OpenROAD 26Q1-2900-gdf79404cd8, Yosys 0.63+post, stock flow scripts
make -C /OpenROAD-flow-scripts/flow DESIGN_CONFIG=/design/flow/config.mk WORK_HOME=/design/flow/orfs finish
[config.mk]
export PLATFORM = sky130hd
export DESIGN_NAME = ALU_MUX_B
export DESIGN_NICKNAME = ALU_MUX_B
export VERILOG_FILES = /design/flow/design.v
export SDC_FILE = /design/flow/constraint.sdc
export NUM_CORES = 4
export LEC_CHECK = 1
export CORE_AREA = 10 10 105 105
export DIE_AREA = 0 0 115 115
export SYNTH_HDL_FRONTEND = slang
[constraint.sdc]
current_design ALU_MUX_B

set clk_period 5.2
set clk_io_pct 0.2

create_clock -name clk0 -period $clk_period

set non_clock_inputs [all_inputs -no_clocks]
set_input_delay [expr $clk_period * $clk_io_pct] -clock clk0 $non_clock_inputs
set_output_delay [expr $clk_period * $clk_io_pct] -clock clk0 [all_outputs]
[design.v]
`timescale 1ns / 1ps
module ALU_MUX_B(
    input [31:0] ALUmuxB0,
    input [31:0] ALUmuxB1,
    input [31:0] ALUmuxB2,
    input [31:0] ALUmuxB3,
    input [31:0] ALUmuxB4,
    input [2:0] ALUmuxB_SEL,
    output logic [31:0] ALUmuxB_out
    );
    always_comb begin
       if (ALUmuxB_SEL == 0)
            ALUmuxB_out = ALUmuxB0;
       else if (ALUmuxB_SEL == 1)
            ALUmuxB_out = ALUmuxB1;
       else if (ALUmuxB_SEL == 2)
            ALUmuxB_out = ALUmuxB2;
       else if (ALUmuxB_SEL == 3)
            ALUmuxB_out = ALUmuxB3;
       else if (ALUmuxB_SEL == 4)
            ALUmuxB_out = ALUmuxB4;
       else
            ALUmuxB_out = 32'hFFFFFFFF; 
    end
endmodule
==> results.cfg <==
; physical design summary
[timing]
unrepaired_setup_endpoints_after_global_routing = no
timing.fmax_ghz = 0.2327
minimum_clock_period_ps = 4297
final_min_period_over_clock_period_pct = 82.63
final-hold-violation-count = 0
finalSetupViolations = 0
slew-limit-headroom_pct = 58.44
tightest_slew_ps = 623.5
finalSetupTns_ps = 0
final_max_slew_viol_count = 0

[critical_path]
worstPathMaxFanout = 34
critPathSlowestCell = clkdlybuf4s50_1
critPathLaunchType = input pin
crit_path_end_kind = primary output
worstPathArrival_ps = 3260
cp_cell_sequence = clkdlybuf4s50_1 > buf_4 > or3b_1 > buf_4 > nor2_1 > o21ai_0 > clkdlybuf4s50_1
crit_required_ps = 4160
crit_type = input pin to primary output
worstSetupStartpoint = ALUmuxB_SEL[1]
timing.critical_path.slowest_cell_delay_ps = 500

[clocking]
post_cts_setup_bufs = 0
cts_resized = 0
ctsHoldBuffers = 0

[synth]
synth.yosys.warnings = 0
syn-cell-area_um2 = 1241
post_synth_inst_count = 185
synth.avg_cell_area_um2 = 6.709
synth_cell_type_count = 16
seq_area_frac_synth_pct = 0
synth_chip_area_um2 = 1241
yosys-stat-cells = 185

[global_route]
grt_start_max_net_pins = 35
grt.overflow.total = 0
grt_pass1_wl_um = 12420
overall_global_routing_resource_usage_pct = 11.56
number_of_antenna_violations_at_the_first_check_in_global_routing = 0
first_global_vias = 2303

[die]
placementRows = 34
core-area_um2 = 8763
floorplan.initialDensity_pct = 14.16
die_height_um = 115
floorplan.die_area_um2 = 13230
die-width_um = 115
boundaryPins = 195

[routing]
detail_route.vias_per_cell = 4.584
postRouteAntennaNets = 0
post-route-drc-count = 0
antenna-diode-count = 0
detailedRoute.firstIterationViolations = 71
detailedRoute.firstPassIterationCount = 4
via_count = 2173
routed_wirelength_um = 8475
routedWlPerCell_um = 17.88

[min_path]
holdPathStages = 4
hold_path.class = input pin to primary output
holdCritStartpoint = ALUmuxB0[3]

[placement]
place_hpwl_um = 7029
io_buffers = 195
dp_cells = 474
routabilityCongestion = 0.8227

[flow_run]
max_capacitance_violation_count = 0
warnings = 32

[cells_and_area]
register_area_um2 = 0
final_layout_top_logic_cell = clkdlybuf4s50_1
postLayoutCoreUtil_pct = 36.94
final_layout_top_logic_cells = clkdlybuf4s50_1 (194), nand2_1 (32), a221oi_1 (31), o21ai_1 (31), mux2_2 (27)
drive_gt1_share_pct = 12.02
areaGrowthSynthToFinish_pct = 160.8
stdcell_count = 474
num-clock-buffers = 0
sequential_cell_total = 0

[power]
power.total_mw = 0.2497
cellLeakagePower_nw = 1.134
power.density_cell_area_nw_per_um2 = 77.13
worst_supply_voltage_drop_on_vdd_mv = 0.03442

[status]
run_status = complete, no violations
## report_power, final
group          internal (mW)  total, mW  switching [mW]
Combinational          0.182      0.250          0.0680
Clock                      0          0               0
Sequential                 0          0               0
Total                  0.182      0.250          0.0680
## worst paths after layout
check	endpoint
worst max-delay path	ALUmuxB_out[31]
worst min-delay path	ALUmuxB_out[3]
## cells in the mapped netlist
library cell	number	area, µm²
a221oi_1	31	271.5
a221oi_2	1	15.01
and2b_1	1	7.510
buf_2	5	25.02
buf_4	1	7.510
buf_6	8	90.09
clkbuf_1	8	30.03
mux2_1	5	56.30
mux2_2	27	304.0
nand2_1	32	120.1
nor2_1	26	97.59
nor2_2	6	37.54
nor3_2	1	10.01
o21ai_0	1	5.000
o21ai_1	31	155.2
or3b_1	1	8.760
## layout make-up
class                           instances  area, µm²
Multi-Input combinational cell        163       1095
Fill cell                             911       5527
Tap cell                              108      135.1
Timing Repair Buffer                  203       2007
## worst max-delay path, delay by kind of cell
kind | cells | cell delay, ps
buffers and inverters | 4 | 1750
AND-OR/OR-AND | 1 | 190
AND/OR/NAND/NOR | 2 | 260
## per-stage QoR
stage          cell area, µm²  setup slack [ps]  hold slack (ps)
2_1_floorplan            1241              2244             2132
3_3_place_gp             3237             937.5             2992
3_5_place_dp             3237             926.7             2980
4_1_cts                  3237             901.5             2987
5_1_grt                  3237             707.5             3028
6_report                 3237             903.4             2977
## per-layer routing
metal  wire [µm]  track usage (%)  part of all wire, %  up-vias
met2        4181            21.21                   49      118
met1        3217            12.81                   38      992
met4          14           0.3300                 0.17        0
met5           0                0                    0        -
li1            -                -                    -     1061
met3        1062            4.747                   13        2
## cells by family after synthesis
group | Yosys count | synth area share, %
buffers and inverters | 22 | 12.30
AND/OR/NAND/NOR | 67 | 22.68
AND-OR/OR-AND | 64 | 35.99
multiplexers | 32 | 29.03
